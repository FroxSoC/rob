$ cat design/flow/run.sh
#!/bin/bash
# OpenROAD 26Q1-2900-gdf79404cd8, Yosys 0.63+post, stock flow scripts
make -C /OpenROAD-flow-scripts/flow DESIGN_CONFIG=/design/flow/config.mk WORK_HOME=/design/flow/orfs finish
$ cat design/flow/config.mk
export PLATFORM = sky130hd
export DESIGN_NAME = penc
export DESIGN_NICKNAME = penc
export VERILOG_FILES = /design/flow/design.v
export SDC_FILE = /design/flow/constraint.sdc
export NUM_CORES = 4
export LEC_CHECK = 1
export CORE_AREA = 10 10 70 70
export DIE_AREA = 0 0 80 80
$ cat design/flow/constraint.sdc
current_design penc

set clk_period 1.9
set clk_io_pct 0.2

create_clock -name clk0 -period $clk_period

set non_clock_inputs [all_inputs -no_clocks]
set_input_delay [expr $clk_period * $clk_io_pct] -clock clk0 $non_clock_inputs
set_output_delay [expr $clk_period * $clk_io_pct] -clock clk0 [all_outputs]
$ cat design/flow/design.v
package rob_pkg;
	localparam AW = 32;
	localparam DW = 32;
	localparam IW = 4;
	typedef struct packed {
		logic [AW-1:0] addr;
		logic [IW-1:0] id;
	} req_t;
	typedef struct packed {
		logic [DW-1:0] data;
		logic [IW-1:0] id;
	} rsp_t;
	typedef struct packed { 
		logic [DW-1:0] data ; 
		logic [IW-1:0] id   ; 
		logic          valid; 
		logic          busy ; 
	} cell_t;
endpackage
module penc #(
	parameter WIDTH = 16
	) (
	input  [        WIDTH-1:0] vec  ,
	output [$clog2(WIDTH)-1:0] idx  ,
	output                     found
);
function [$clog2(WIDTH):0] prior;
	input [WIDTH-1:0] vec;
	begin
		prior = {3'b0, 1'b0};
		for (int i=0; i<WIDTH; i++) begin 
			if (vec[i]) begin
				prior = {i, 1'b1};  
			end
		end
	end
	endfunction
assign {idx, found} = prior(vec);
endmodule
==> results.txt <==
run metrics: Worst Max-Slew Pin Slew=0.270 ns, Relative slew margins=0.818, global-route wire length before repair=1.51 mm, WL final=around 960 um, GP Congestion=0.735, fin util=0.139, die area=6400 um2, seq_cells=0, Cell Type Count=15, max cap viols=0, Syn Area/Cell=5.57 um2, HPWL after DPL=829 um, Post-Place Setup Slack=-0.443 ns, Worst Path Required=1.52 ns, Synth Area in Compound Gates=0.287, Area Overhead vs Synth=195%, via count=between 300 and 400, main logic family after synthesis=simple AND/OR/NAND/NOR gates, status=complete, no violations, Tot GR Track Use=0.0275, initial drt markers=13, setup ws final=0.0512 ns, Hold Path Class=in -> out, Max-area cell share=0.186, crit end category=output port, Leakage=0.000182 uW, worst vdd ir=around 16 uV, Max FO, Critical Path=3, port buffer count=21, Setup-failing EPs final=0, Setup CP Type=in -> out, yosys stat cell total=29, Final Hold Vio Count=0, vias in the first global route=333, Pre-Repair DR Iteration Count=4, DP Cell Count=approximately 100, hold buffer count at CTS=0, CP startpoint kind=input pin, DRC viols=0, yosys-reported design area after synthesis=161 um2, Synth Area in Adders=0, post-layout period usage=0.973, and+or+nand+nor area frac=0.690, Die Y=80 um, tool warning count=32, vias per std cell=between 3 and 4, core box area=3420 um2, RSZ-0062 raised after global routing=no, Routed wire per std cell=9.35 um, layout cell share with drive strength beyond 1=0.386, fin crit period=1.85 ns, largest net degree at the start of global routing=5, clock buffer count in the final layout=0, Synth area leader=nor2_1, max-slew violations=0, Init Core Util=0.0473, Mapped Area=161 um2, Post-synth seq share=0, post-route insts no fill=103, Largest cells by area=nor2_1, nor4_1, nand2b_1, ANT nets after route=0, Ant. Diodes=0, Worst EP arrival=1.47 ns, MUX area fraction=0, Pwr Density=147 nW/um2, Rows=21, XOR Share, Synth=0, GRT overflow=0, worst hold margin=1.20 ns, fmax=0.541 GHz, Ys Warns=1, Ports=21, Die Wd=80 um, Reg area=0 um2, initial antenna violation count=0, post-synthesis cell count=29
-- path summary, 6_finish.rpt --
kind | from | end | slack (ns) | depth (start not counted)
setup / recovery | vec[14] | idx[3] | 0.05 | 5
hold / removal | vec[1] | found | 1.20 | 4
-- cell type report --
class | instances | area, um2
fill | 385 | 2940
inverter | 1 | 3.75
multi-input combinational | 28 | 201
tap | 46 | 57.6
timing repair buffer | 28 | 213
-- cells by family after synthesis --
group	Yosys count
buf+inv	1
compound gates	6
simple gates	22
-- cells in the mapped netlist --
cell      number
a31oi_1        1
nor2_1         8
a311oi_1       1
nor4_1         4
or3b_1         1
a221o_1        1
nor2b_1        1
o31a_1         1
nand2_1        3
nor3_1         1
inv_1          1
o21ai_0        1
o211ai_1       1
nand4_1        1
nand2b_1       3
-- layer usage --
| layer | global-route usage | share of wire | up-vias |
|---|---|---|---|
| met1 | 0.0310 | 0.39 | 145 |
| met2 | 0.0530 | 0.51 | 10 |
| met3 | 0.00682 | 0.10 | 0 |
| li1 | - | - | 170 |
| met4 | 0 | 0 | 0 |
| met5 | 0 | 0 | - |
-- what timing repair did --
item                                   4_1_cts  5_1_grt
endpoints found under the hold margin        0        0
setup endpoints to repair                    5        4
buffers inserted                             0        0
resized                                     35       14
pin swaps                                    6        6
-- worst max-delay path, cell delays in order --
cell and delay [ns]:
dlygate4sd2_1 0.27, nor4_2 0.22, buf_4 0.16, nand2_1 0.05, clkdlybuf4s50_1 0.40
-- report_power, final --
group / total (uW) / switching (uW) / internal (uW)
Combinational: 69.9 / 30.4 / 39.5
Clock: 0 / 0 / 0
Sequential: 0 / 0 / 0
Total: 69.9 / 30.4 / 39.5
-- metrics by stage --
step	setup TNS, ns	area [um2]	total power, uW
2_1_floorplan	0	161	15.9
3_3_place_gp	-1.77	482	76.5
3_5_place_dp	-1.73	482	76.9
4_1_cts	0	469	67.2
5_1_grt	0	475	77.5
6_report	0	475	69.9
-- cell usage in the layout, fill, tap and decap left out, drive strengths merged --
master         count
dlymetal6s2s       1
inv                1
nor3               1
clkdlybuf4s50      3
a31oi              1
o31a               1
nor4               4
o211ai             1
clkdlybuf4s15      2
buf               12
o21ai              1
dlygate4sd2        6
nand4              1
nor2               8
a311oi             1
clkbuf             4
nand2              3
a221o              1
nor2b              1
or3b               1
nand2b             3
Power figures rest on the tool's default switching activity, not on a simulated workload.
